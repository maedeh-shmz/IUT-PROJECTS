==> /design/flow/design.v <==
`timescale 1ns / 1ps
module ALU(input clk, input [31:0] a, b,input [3:0] mode,output reg zero,output reg [31:0] ALU_res);
	reg [31:0] tmp;
	always @(*) begin
		case (mode)
			4'b0000: tmp <= a & b;
			4'b0001: tmp <= a | b;
			4'b0010: tmp <= a + b;
			4'b0110: tmp <= a - b;
			4'b0111: tmp <= (a>b) ? b : a;
			4'b1100: tmp <= ~(a | b);
			default: tmp <= tmp;
		endcase
	end
	always @(posedge clk) begin
		if(a == b) begin
			zero <= 1;
		end
		else begin
			zero <= 0;
		end
		ALU_res <= tmp;
	end
endmodule
`timescale 1ns / 1ps
module ALUControl(
input [1:0]ALU_op,
input [5:0]inst,
output reg [3:0]op
 );
always @(*)
begin
	if(ALU_op == 2'b00)
	begin
	op = 4'b0010 ;
	end
	else if(ALU_op == 2'b01)
	begin
	op = 4'b0110 ;
	end
	else if(ALU_op == 2'b10)
	begin
		if(inst == 6'b100000)
		begin
		op = 4'b0010 ;
		end
		if(inst == 6'b011000)
		begin
		op = 4'b0010 ;
		end
		if(inst == 6'b100010)
		begin
		op = 4'b0110 ;
		end
		if(inst == 6'b100100)
		begin 
		op = 4'b0000 ;
		end
		if(inst == 6'b100101)
		begin
		op = 4'b0001 ;
		end
		if(inst == 6'b101010)
		begin
		op = 4'b0111 ;
		end
		if(inst == 6'b001100) 
		begin
		op = 4'b0000 ;
		end
		if(inst == 6'b001101) 
		begin
		op = 4'b0001 ;
		end
	end
end
endmodule
`timescale 1ns / 1ps
module Control(
    input [5:0] inst_in,
    output reg RegDst,
	 output reg Branch,
    output reg MemRead,
    output reg MemtoReg,
    output reg [1:0] ALUop,
    output reg MemWrite,
    output reg ALUsrc,		
    output reg RegWrite
    );
always @(*)
begin
   if(inst_in == 6'b000000) 
	begin
	RegDst = 1;
	ALUsrc = 0;
	MemtoReg = 0;
	RegWrite = 1;
	MemRead = 0;
	MemWrite = 0;
	Branch = 0;
	ALUop[1] = 1;
	ALUop[0] = 0;
	end
	else if(inst_in == 6'b100011) 
	begin
	RegDst = 0;
	ALUsrc = 1;
	MemtoReg = 1;
	RegWrite = 1;
	MemRead = 1;
	MemWrite = 0;
	Branch = 0;
	ALUop[1] = 0;
	ALUop[0] = 0;
	end
	else if(inst_in == 6'b001000) 
	begin
	RegDst = 0;
	ALUsrc = 1;
	MemtoReg = 0;
	RegWrite = 1;
	MemRead = 1;
	MemWrite = 0;
	Branch = 0;
	ALUop[1] = 0;
	ALUop[0] = 0;
	end
	else if(inst_in == 6'b001100) 
	begin
	RegDst = 0;
	ALUsrc = 1;
	MemtoReg = 0;
	RegWrite = 1;
	MemRead = 1;
	MemWrite = 0;
	Branch = 0;
	ALUop[1] = 1;
	ALUop[0] = 0;
	end
	else if(inst_in == 6'b001101) 
	begin
	RegDst = 0;
	ALUsrc = 1;
	MemtoReg = 0;
	RegWrite = 1;
	MemRead = 1;
	MemWrite = 0;
	Branch = 0;
	ALUop[1] = 1;
	ALUop[0] = 0;
	end
	else if(inst_in == 6'b000100) 
	begin
	ALUsrc = 0;
	RegWrite = 0;
	MemRead = 0;
	MemWrite = 0;
	Branch = 1;
	ALUop[1] = 0;
	ALUop[0] = 1;
	end
end
endmodule
`timescale 1ns / 1ps
module MIPS(input clk,output [31:0] write_data, mem_addr,output zero,output [31:0] addr, read_data1, read_data2);
	and(M4_sel, branch, zero);
	wire[31:0] next_addr, S_Ex, result,
					 ALU_in2, ins,
					 pc_in, mem_r_data;
	wire clk_out, RegDst, 
			MemRead, MemtoReg, MemWrite,
			ALUsrc, RegWrite; 
	wire [3:0] op;
	wire [4:0] w_reg;
	wire [1:0] ALUop;
	fre_division freq_division_ins(clk, clk_out);
	PC PC_ins(clk_out, pc_in, addr);
	incrementer incrementer_ins(addr, next_addr);
	add add_ins(next_addr, S_Ex, result);
	ALU ALU_ins(clk, read_data1, ALU_in2, op, zero, mem_addr);
	instruction_mem instruction_ins(addr[4:0], ins);
	regbank reg_ins(clk, RegWrite, ins[25:21], ins[20:16], w_reg, write_data, read_data1, read_data2);
	Control Control_ins(ins[31:26], RegDst, branch, MemRead, MemtoReg, ALUop, MemWrite, ALUsrc, RegWrite);
	ALUControl ALUControl_ins(ALUop, ins[5:0], op);
	data_mem data_mem_ins(clk, mem_addr[6:0], MemWrite, MemRead, read_data2, mem_r_data);
	sign sign_ins(clk, ins[15:0], S_Ex);
	mux #(5) mux_ins1(ins[20:16], ins[15:11], RegDst, w_reg);
	mux mux_ins2(read_data2, S_Ex, ALUsrc, ALU_in2);
	mux mux_ins3(mem_addr, mem_r_data, MemtoReg, write_data);
	mux mux_ins4(next_addr, result, M4_sel, pc_in);
endmodule
`timescale 1ns / 1ps
module PC(input clk,input [31:0] in,output reg [31:0] out=0);
	always @(posedge clk) begin
		out <= in;
	end
endmodule
`timescale 1ns / 1ps
module add(input [31:0] a,b,output [31:0] out);
	assign out = a + b;
endmodule
`timescale 1ns / 1ps
module data_mem(input clk,input [6:0] addr,input  mem_wr, mem_rd, input [31:0] wr_data,output reg [31:0] read_data);
	reg [31:0] data_mem [127:0];
	initial begin
		data_mem[13] = 3;
	end
	always @(posedge clk) begin
	if(mem_wr==1 & mem_rd==0) 
	data_mem[addr] <= wr_data;
	else if(mem_rd==1 & mem_wr==0)
	read_data <= data_mem[addr];
	else data_mem[addr] <= data_mem[addr];
	end
endmodule
`timescale 1ns / 1ps
module fre_division(input clk,output reg clk_out=0);
	reg [3:0] cnt = 0;
	always @(posedge clk) begin
			if(cnt == 9) begin
				clk_out = 1;
				cnt = 0;
			end
			else begin
				clk_out = 0;
				cnt = cnt + 1;
			end
	end
endmodule
`timescale 1ns / 1ps
module incrementer(input [31:0] in,output [31:0] out);
	assign out = in + 1;
endmodule
`timescale 1ns / 1ps
module instruction_mem(input [4:0] addr,output [31:0] instruction);
	wire [31:0] instruction_mem [31:0];
	assign instruction_mem[0] = 32'b001000_00000_00001_0000000000000011;
	assign instruction_mem[1] = 32'b001000_00000_00010_0000000000000011;
	assign instruction_mem[2] = 32'b000000_00001_00010_00011_00000_011000;
	assign instruction_mem[3] = 32'b100011_00010_00001_0000000000001010;
	assign instruction_mem[4] = 32'b000100_00001_00010_0000000000010100;
	assign instruction = instruction_mem[addr];
endmodule
`timescale 1ns / 1ps
module mux #(parameter n=32) (input [n-1:0] in1,in2,input s,output [n-1:0] out);
	assign out = s ? in2 : in1;
endmodule
`timescale 1ns / 1ps
module regbank(input clk, reg_write,input [4:0] read_reg1, read_reg2, write_reg,input [31:0] write_data,output [31:0] read_data1, read_data2);
	reg [31:0] regbank [31:1];
	reg [31:0] R = 0;
	assign read_data1 = (read_reg1 == 0) ? 0 : regbank[read_reg1];
	assign read_data2 = (read_reg2 == 0) ? 0 : regbank[read_reg2];
	always @(posedge clk) begin
		if(reg_write) begin
			if(write_reg == 0)
				R <= R;
			else
				regbank[write_reg] <= write_data;
		end
	end
endmodule
`timescale 1ns / 1ps
module sign(input clk,input [15:0] in,output reg [31:0] out);
	reg [15:0] ex_0 = 16'h0000;
	reg [15:0] ex_1 = 16'hffff;
	always @(posedge clk) begin
		if(in[15]) begin
			out <= {ex_1, in};
		end
		else begin
			out <= {ex_0, in};
		end
	end
endmodule
==> /design/flow/run.sh <==
#!/bin/bash
# OpenROAD 26Q1-2900-gdf79404cd8, Yosys 0.63+post, stock flow scripts
make -C /OpenROAD-flow-scripts/flow DESIGN_CONFIG=/design/flow/config.mk WORK_HOME=/design/flow/orfs finish
==> /design/flow/config.mk <==
export PLATFORM = sky130hd
export DESIGN_NAME = MIPS
export DESIGN_NICKNAME = MIPS
export VERILOG_FILES = /design/flow/design.v
export SDC_FILE = /design/flow/constraint.sdc
export NUM_CORES = 4
export LEC_CHECK = 1
export CORE_UTILIZATION = 50
export SYNTH_MEMORY_MAX_BITS = 65536
==> /design/flow/constraint.sdc <==
current_design MIPS

set clk_period 45.2
set clk_io_pct 0.2

create_clock -name clk0 -period $clk_period [get_ports {clk}]

set non_clock_inputs [all_inputs -no_clocks]
set_input_delay [expr $clk_period * $clk_io_pct] -clock clk0 $non_clock_inputs
set_output_delay [expr $clk_period * $clk_io_pct] -clock clk0 [all_outputs]
==> deck_impl_summary.md <==
Flow Results at a Glance

Critical path
  – Critical path required time: 36160 ps
  – Critical Path Fanout Max: 3
  – Crit-path slowest cell: a21oi_1
  – CP Cell Sequence: mux2i_1, nor2_1, a21oi_1, inv_1, clkdlybuf4s50_1
  – CP peak stage delay: 590 ps
  – Crit path launch type: flop
  – Critical path class: flop to output pin
  – CP arrival: 2770 ps
  – Crit. End Element: output pin

Clock network
  – Bufs on Longest Clock Path: 4
  – Clock-pin slew on the worst setup and hold paths: 60 ps
  – # hold bufs at CTS: 0
  – CTS tree: built
  – Cts bufs inserted: 430
  – Clk latency late pin: 1000 ps
  – Resized cells post-CTS: 0
  – CTS root buf: clkbuf_16
  – H-tree Lvls: 5
  – Setup bufs post-CTS: 0

Run
  – Tool warning count: 94
  – Maxcap violations: 0

Layout
  – Share of layout cells above drive strength 1: 0.132
  – Area Overhead vs Synth: 14.5%
  – Final instance area: 186000 um^2
  – Register Area: 129000 um^2
  – Final Util: 0.575
  – Fillers: 23300
  – Logic area: 32200 um^2

Power and ir drop
  – P_leak: 0.0579 uW
  – Peak VDD IR: 0.0000423 V
  – Power per cell area: 41.5 nW/um^2

Place
  – Hpwl dp: 318000 um
  – # port buffers: 161
  – Place WS: 34370 ps
  – Area after DPL: 173000 um^2
  – RePlAce Congestion: 0.979

STA
  – Relative slew slack: 0.158
  – Final Skew: 54.7 ps
  – Pins Over Slew Limit: 0
  – Pin slew with the least headroom to its limit: 1260 ps
  – Worst setup margin: 33390 ps
  – Part of the cycle the worst path needs: 0.261
  – Final setup vio count: 0
  – Setup TNS: 0 ps
  – Hold Violations, Final: 0
  – Hold WS: 468 ps
  – Endpoints left unconstrained: 269
  – Register pins left without a clock: 73
  – Highest Clock Rate: 0.0847 GHz
  – Fin crit period: 11810 ps
  – RSZ-0062 raised after global routing: false

Logic synthesis
  – Post-synthesis cell area: 163000 um^2
  – Yosys warning count: 875
  – Yosys chip area: 163000 um^2
  – Post-Syn Instances: 9472
  – Cell count in the Yosys report: 9472
  – Post-synth top area cell: edfxtp_1
  – Synth top area cells: edfxtp_1 (78%), a22oi_1 (5.9%), a221oi_1 (2.2%), a22o_1 (2.1%), a31oi_1 (1.2%)
  – Ys async rst share: 0
  – Yosys reg bits: 4341
  – Yosys cell types: 84
  – Syn Area/Cell: 17.2 um^2
  – Dominant synthesized flop cell: edfxtp_1
  – Flip-flops with a built-in enable: 4224
  – Top cell type's share of synthesized area: 0.779

Drt
  – Final WL: 537000 um
  – Metal3 WL: 103000 um
  – Antenna violation net count after detailed routing: 0
  – Routed wl met2: 241000 um
  – Wirelength per Cell: 36.7 um
  – Routed vias: 96300
  – Wl on met1: 162000 um
  – Drt initial violations: 7172
  – Via/cell ratio: 6.58
  – DR DRC count: 0
  – Detailed Routing Iterations Pass 1: 28
  – Highest Signal Layer: met5

Floorplanning
  – I/O pins: 162
  – Core Util at FP: 0.502
  – Chip Height: 573 um
  – Die width: 573 um
  – Rows: 209
  – Core ar.: 324000 um^2
  – Die area: 328000 um^2

Outcome
  – Status: completed

GRT
  – Largest net degree at the start of global routing: 78
  – First-pass GRT wire length: 747000 um
  – Tot GR Track Use: 0.368
  – Initial antenna violation count: 29
  – Overflow after GRT: 0
  – Vias in the first global route: 99400

Min path
  – Hold crit path type: flop to flop
-- cell usage in the layout, fill, tap and decap left out, types with 45 or more instances in the layout --
cell type / instances
a21oi_1: 157
a221oi_1: 405
a22o_1: 399
a22oi_1: 1271
a31oi_1: 311
buf_4: 511
clkbuf_1: 98
clkbuf_16: 438
clkdlybuf4s50_1: 161
clkinv_1: 98
clkinv_2: 84
dfxtp_1: 72
edfxtp_1: 4224
ha_1: 109
inv_1: 118
mux2i_1: 61
nand2_1: 219
nand3_1: 56
nand4_1: 237
nor2_1: 171
nor2_4: 130
nor4_1: 45
o211ai_1: 67
o21ai_0: 176
xnor2_1: 69
-- final timing paths --
check	start	end	slack [ps]	depth (start not counted)
setup / recovery	reg_ins.regbank[3][18]$_DFFE_PP_	read_data1[18]	33390	5
hold / removal	freq_division_ins.cnt[0]$_SDFF_PP0_	freq_division_ins.cnt[0]$_SDFF_PP0_	470	1
setup reg to reg	ALU_ins.ALU_res[0]$_DFF_P_	data_mem_ins.data_mem[71][29]$_DFFE_PP_	37370	14
hold reg to reg	freq_division_ins.cnt[0]$_SDFF_PP0_	freq_division_ins.cnt[0]$_SDFF_PP0_	470	1
-- per-stage QoR --
step | cells | power (uW)
floorplan | 9472 | 4360
global route | 14600 | 7910
CTS | 14600 | 7770
global placement | 13800 | 4360
finish | 14600 | 7740
detailed placement | 13800 | 4360
-- critical path, delay by kind of cell (launching register included) --
family,cells,cell delay [ps]
buffers and inverters,2,640
DFF,1,380
and+or+nand+nor,1,50
muxes,1,140
AOI/OAI and AO/OA,1,590
-- synthesized netlist by cell type, types with 11 or more instances --
library cell,count
a211oi_1,12
a21o_1,22
a21oi_1,158
a221oi_1,405
a22o_1,399
a22oi_1,1271
a31oi_1,312
and2_1,17
and3_1,11
buf_1,165
buf_2,56
clkbuf_1,432
dfxtp_1,76
dlxtn_1,41
edfxtp_1,4224
ha_1,109
inv_1,118
mux2_2,34
mux2i_1,61
nand2_1,229
nand2b_1,29
nand3_1,64
nand4_1,237
nor2_1,302
nor2b_1,34
nor3_1,40
nor4_1,50
o211ai_1,67
o21ai_0,186
o21bai_1,19
o221ai_1,13
o22ai_1,28
o31ai_1,11
or4_1,20
xnor2_1,69
xor2_1,15
-- state kept, by name, summed over array words and instances, names as in the netlist --
| name | flops |
|---|---|
| freq_division_ins.cnt | 4 |
| sign_ins.out | 6 |
| ALU_ins.ALU_res | 32 |
| ALU_ins.tmp | 32 |
| data_mem_ins.read_data | 32 |
| ALUControl_ins.op | 3 |
| Control_ins.ALUsrc | 1 |
| data_mem_ins.data_mem | 4096 |
| PC_ins.out | 32 |
| Control_ins.RegWrite | 1 |
| Control_ins.RegDst | 1 |
| ALU_ins.zero | 1 |
| Control_ins.ALUop | 2 |
| reg_ins.regbank | 96 |
| Control_ins.MemtoReg | 1 |
| freq_division_ins.clk_out | 1 |
-- cell families (layout without fill, tap and decap cells) --
group | count (synthesis) | count (layout) | share of synthesized area
latches | 41 | 41 | 0.00378
simple gates | 1084 | 1084 | 0.0335
compound gates | 2977 | 2977 | 0.136
xor+xnor | 84 | 84 | 0.00452
flops | 4300 | 4300 | 0.788
buf+inv | 776 | 1585 | 0.0185
mux | 96 | 96 | 0.00624
other cells | 2 | 17 | 0.0000461
fa+ha+maj | 112 | 112 | 0.00875
-- cell type report --
cell class	count	share of cell area
antenna	15	0.000201
tap	4325	0.0290
sequential	4341	0.692
inverter	118	0.00238
clock inverter	245	0.0121
clock buffer	540	0.0611
timing repair buffer	682	0.0303
multi-input combinational	4355	0.173
-- metal layers --
layer / up-vias / global-route usage
met3: 1153 / 0.307
met4: 46 / 0.149
li1: 40400 / -
met2: 7154 / 0.505
met5: - / 0.0375
met1: 47500 / 0.424
-- power breakdown --
group	internal (uW)	leakage [uW]	switching [uW]
registers	4280	0.0393	0
clock network	1980	0.00668	1480
logic	0	0.0119	0.0178
total	6260	0.0579	1480
Power and IR drop assume default switching activity.
